==> flow/design.v <==
module ahb (
            hclk
           ,hresetn
           ,htrans
           ,haddr
           ,hwdata
           ,hready_in
           ,hsel
           ,hwrite
           ,hsize
           ,hresp
           ,hready_out
           ,hrdata
           ,frame_num    
           ,sample_in_frame
           ,com_2_ovl
           ,max_point_fft_core
           ,alpha
           ,quarter
           ,fft_num
           ,fft_stage_number
           ,mel_num
           ,cep_num
           ,trigger
           );
input hclk;                       
input hresetn;                    
input [1:0]htrans;
input [11:0]haddr;
input [31:0]hwdata;
input hready_in;
input hsel;
input hwrite;
input [2:0]hsize;
output [1:0]hresp;
output hready_out;
output [31:0]hrdata; 
output [31:0]frame_num;            
output [31:0]sample_in_frame;      
output [31:0]com_2_ovl;            
output [31:0]max_point_fft_core;   
output [31:0]alpha;                
output [31:0]quarter;              
output [31:0]fft_num;              
output [31:0]fft_stage_number;     
output [31:0]mel_num;              
output [31:0]cep_num;              
output trigger;                    
wire hclk;
wire hresetn;
wire [1:0]htrans;
wire [11:0]haddr;
wire [31:0]hwdata;
wire hready_in;
wire hsel;
wire hwrite;
wire [2:0]hsize;
wire [1:0]hresp;
wire hready_out;
reg [31:0]hrdata; 
reg [31:0]frame_num;
reg [31:0]sample_in_frame;
reg [31:0]com_2_ovl;
reg [31:0]max_point_fft_core;
reg [31:0]alpha;
reg [31:0]quarter;
reg [31:0]fft_num;
reg [31:0]fft_stage_number;
reg [31:0]mel_num;
reg [31:0]cep_num;
reg [31:0]trigger_reg;
wire trigger;
reg wr_frame_num_sel;          
reg wr_sample_in_frame_sel;
reg wr_com_2_ovl_sel;
reg wr_max_point_fft_core_sel;
reg wr_alpha_sel;
reg wr_quarter_sel;
reg wr_fft_num_sel;
reg wr_fft_stage_number_sel;
reg wr_mel_num_sel;
reg wr_cep_num_sel;
reg wr_trigger_sel;
wire rd_frame_num_sel;
wire rd_sample_in_frame_sel;
wire rd_com_2_ovl_sel;
wire rd_max_point_fft_core_sel;
wire rd_alpha_sel;
wire rd_quarter_sel;
wire rd_fft_num_sel;
wire rd_fft_stage_number_sel;
wire rd_mel_num_sel;
wire rd_cep_num_sel;
wire rd_trigger_sel;
wire [31:0]nxt_frame_num;
wire [31:0]nxt_sample_in_frame;
wire [31:0]nxt_com_2_ovl;
wire [31:0]nxt_max_point_fft_core;
wire [31:0]nxt_alpha;
wire [31:0]nxt_quarter;
wire [31:0]nxt_fft_num;
wire [31:0]nxt_fft_stage_number;
wire [31:0]nxt_mel_num;
wire [31:0]nxt_cep_num;
wire [31:0]nxt_trigger_reg;
reg [2:0]temp_hsize;
wire [10:0]rd_sel_reg;
reg [31:0]nxt_hrdata;
wire wr_en;
wire rd_en;
assign wr_en = htrans[1] & hready_in & hsel & hwrite;
assign rd_en = htrans[1] & hready_in & hsel & ~hwrite;
always @(posedge hclk or negedge hresetn) begin
  if (!hresetn) begin
    wr_frame_num_sel <= 1'b0; 
  end
  else begin
    if (wr_en && (haddr[11:0] == 12'h000)) begin      
      wr_frame_num_sel <= 1'b1;
    end
    else begin
      wr_frame_num_sel <= 1'b0;
    end        
  end        
end        
always @(posedge hclk or negedge hresetn) begin
  if (!hresetn) begin
    wr_sample_in_frame_sel <= 1'b0; 
  end
  else begin
    if (wr_en && (haddr[11:0] == 12'h001)) begin      
      wr_sample_in_frame_sel <= 1'b1;
    end
    else begin
      wr_sample_in_frame_sel <= 1'b0;
    end        
  end        
end        
always @(posedge hclk or negedge hresetn) begin
  if (!hresetn) begin
    wr_com_2_ovl_sel <= 1'b0; 
  end
  else begin
    if (wr_en && (haddr[11:0] == 12'h002)) begin      
      wr_com_2_ovl_sel <= 1'b1;
    end
    else begin
      wr_com_2_ovl_sel <= 1'b0;
    end        
  end        
end        
always @(posedge hclk or negedge hresetn) begin
  if (!hresetn) begin
    wr_max_point_fft_core_sel <= 1'b0; 
  end
  else begin
    if (wr_en && (haddr[11:0] == 12'h003)) begin      
      wr_max_point_fft_core_sel <= 1'b1;
    end
    else begin
      wr_max_point_fft_core_sel <= 1'b0;
    end        
  end        
end        
always @(posedge hclk or negedge hresetn) begin
  if (!hresetn) begin
    wr_alpha_sel <= 1'b0; 
  end
  else begin
    if (wr_en && (haddr[11:0] == 12'h004)) begin      
      wr_alpha_sel <= 1'b1;
    end
    else begin
      wr_alpha_sel <= 1'b0;
    end        
  end        
end        
always @(posedge hclk or negedge hresetn) begin
  if (!hresetn) begin
    wr_quarter_sel <= 1'b0; 
  end
  else begin
    if (wr_en && (haddr[11:0] == 12'h005)) begin      
      wr_quarter_sel <= 1'b1;
    end
    else begin
      wr_quarter_sel <= 1'b0;
    end        
  end        
end        
always @(posedge hclk or negedge hresetn) begin
  if (!hresetn) begin
    wr_fft_num_sel <= 1'b0; 
  end
  else begin
    if (wr_en && (haddr[11:0] == 12'h006)) begin      
      wr_fft_num_sel <= 1'b1;
    end
    else begin
      wr_fft_num_sel <= 1'b0;
    end        
  end        
end        
always @(posedge hclk or negedge hresetn) begin
  if (!hresetn) begin
    wr_fft_stage_number_sel <= 1'b0; 
  end
  else begin
    if (wr_en && (haddr[11:0] == 12'h007)) begin      
      wr_fft_stage_number_sel <= 1'b1;
    end
    else begin
      wr_fft_stage_number_sel <= 1'b0;
    end        
  end        
end        
always @(posedge hclk or negedge hresetn) begin
  if (!hresetn) begin
    wr_mel_num_sel <= 1'b0; 
  end
  else begin
    if (wr_en && (haddr[11:0] == 12'h008)) begin      
      wr_mel_num_sel <= 1'b1;
    end
    else begin
      wr_mel_num_sel <= 1'b0;
    end        
  end        
end        
always @(posedge hclk or negedge hresetn) begin
  if (!hresetn) begin
    wr_cep_num_sel <= 1'b0; 
  end
  else begin
    if (wr_en && (haddr[11:0] == 12'h009)) begin      
      wr_cep_num_sel <= 1'b1;
    end
    else begin
      wr_cep_num_sel <= 1'b0;
    end        
  end        
end        
always @(posedge hclk or negedge hresetn) begin
  if (!hresetn) begin
    wr_trigger_sel <= 1'b0; 
  end
  else begin
    if (wr_en && (haddr[11:0] == 12'h00a)) begin      
      wr_trigger_sel <= 1'b1;
    end
    else begin
      wr_trigger_sel <= 1'b0;
    end        
  end        
end        
assign rd_frame_num_sel =          (rd_en & (haddr[11:0] == 12'h000))? 1'b1:1'b0;
assign rd_sample_in_frame_sel =    (rd_en & (haddr[11:0] == 12'h001))? 1'b1:1'b0;
assign rd_com_2_ovl_sel =          (rd_en & (haddr[11:0] == 12'h002))? 1'b1:1'b0;
assign rd_max_point_fft_core_sel = (rd_en & (haddr[11:0] == 12'h003))? 1'b1:1'b0;
assign rd_alpha_sel =              (rd_en & (haddr[11:0] == 12'h004))? 1'b1:1'b0;
assign rd_quarter_sel =            (rd_en & (haddr[11:0] == 12'h005))? 1'b1:1'b0;
assign rd_fft_num_sel =            (rd_en & (haddr[11:0] == 12'h006))? 1'b1:1'b0;
assign rd_fft_stage_number_sel =   (rd_en & (haddr[11:0] == 12'h007))? 1'b1:1'b0;
assign rd_mel_num_sel =            (rd_en & (haddr[11:0] == 12'h008))? 1'b1:1'b0;
assign rd_cep_num_sel =            (rd_en & (haddr[11:0] == 12'h009))? 1'b1:1'b0;
assign rd_trigger_sel =            (rd_en & (haddr[11:0] == 12'h00a))? 1'b1:1'b0;
always @(posedge hclk or negedge hresetn) begin
  if (!hresetn) begin
    temp_hsize <= 3'b0; 
  end
  else begin
    temp_hsize <= hsize; 
  end
end        
assign nxt_frame_num =          (wr_frame_num_sel &          (temp_hsize == 2'h2))? hwdata[31:0]:frame_num;
assign nxt_sample_in_frame =    (wr_sample_in_frame_sel &    (temp_hsize == 2'h2))? hwdata[31:0]:sample_in_frame;
assign nxt_com_2_ovl =          (wr_com_2_ovl_sel &          (temp_hsize == 2'h2))? hwdata[31:0]:com_2_ovl;
assign nxt_max_point_fft_core = (wr_max_point_fft_core_sel & (temp_hsize == 2'h2))? hwdata[31:0]:max_point_fft_core;
assign nxt_alpha =              (wr_alpha_sel &              (temp_hsize == 2'h2))? hwdata[31:0]:alpha;
assign nxt_quarter =            (wr_quarter_sel &            (temp_hsize == 2'h2))? hwdata[31:0]:quarter;
assign nxt_fft_num =            (wr_fft_num_sel &            (temp_hsize == 2'h2))? hwdata[31:0]:fft_num;
assign nxt_fft_stage_number =   (wr_fft_stage_number_sel &   (temp_hsize == 2'h2))? hwdata[31:0]:fft_stage_number;
assign nxt_mel_num =            (wr_mel_num_sel &            (temp_hsize == 2'h2))? hwdata[31:0]:mel_num;
assign nxt_cep_num =            (wr_cep_num_sel &            (temp_hsize == 2'h2))? hwdata[31:0]:cep_num;
assign nxt_trigger_reg =        (wr_trigger_sel &            (temp_hsize == 2'h2))? {31'b0,hwdata[0]}:trigger_reg;
always @(posedge hclk or negedge hresetn) begin
  if (!hresetn) begin
    frame_num <= 32'b0; 
  end
  else begin
    frame_num <= nxt_frame_num;
  end        
end        
always @(posedge hclk or negedge hresetn) begin
  if (!hresetn) begin
    sample_in_frame <= 32'b0; 
  end
  else begin
    sample_in_frame <= nxt_sample_in_frame;
  end        
end        
always @(posedge hclk or negedge hresetn) begin
  if (!hresetn) begin
    com_2_ovl <= 32'b0; 
  end
  else begin
    com_2_ovl <= nxt_com_2_ovl;
  end        
end        
always @(posedge hclk or negedge hresetn) begin
  if (!hresetn) begin
    max_point_fft_core <= 32'b0; 
  end
  else begin
    max_point_fft_core <= nxt_max_point_fft_core;
  end        
end        
always @(posedge hclk or negedge hresetn) begin
  if (!hresetn) begin
    alpha <= 32'b0; 
  end
  else begin
    alpha <= nxt_alpha;
  end        
end        
always @(posedge hclk or negedge hresetn) begin
  if (!hresetn) begin
    quarter <= 32'b0; 
  end
  else begin
    quarter <= nxt_quarter;
  end        
end        
always @(posedge hclk or negedge hresetn) begin
  if (!hresetn) begin
    fft_num <= 32'b0; 
  end
  else begin
    fft_num <= nxt_fft_num;
  end        
end        
always @(posedge hclk or negedge hresetn) begin
  if (!hresetn) begin
    fft_stage_number <= 32'b0; 
  end
  else begin
    fft_stage_number <= nxt_fft_stage_number;
  end        
end        
always @(posedge hclk or negedge hresetn) begin
  if (!hresetn) begin
    mel_num <= 32'b0; 
  end
  else begin
    mel_num <= nxt_mel_num;
  end        
end        
always @(posedge hclk or negedge hresetn) begin
  if (!hresetn) begin
    cep_num <= 32'b0; 
  end
  else begin
    cep_num <= nxt_cep_num;
  end        
end        
always @(posedge hclk or negedge hresetn) begin
  if (!hresetn) begin
    trigger_reg <= 32'b0; 
  end
  else begin
    trigger_reg <= nxt_trigger_reg;
  end        
end        
assign trigger = trigger_reg[0];
assign rd_sel_reg = {rd_trigger_sel,rd_cep_num_sel,rd_mel_num_sel,rd_fft_stage_number_sel,rd_fft_num_sel,rd_quarter_sel,rd_alpha_sel,rd_max_point_fft_core_sel,rd_com_2_ovl_sel,rd_sample_in_frame_sel,rd_frame_num_sel}; 
always @(rd_sel_reg or frame_num or sample_in_frame or com_2_ovl or max_point_fft_core or alpha or quarter or fft_num or fft_stage_number or mel_num or cep_num or trigger_reg) begin
  case (rd_sel_reg)
    11'b000_0000_0001: nxt_hrdata = frame_num;
    11'b000_0000_0010: nxt_hrdata = sample_in_frame;
    11'b000_0000_0100: nxt_hrdata = com_2_ovl;
    11'b000_0000_1000: nxt_hrdata = max_point_fft_core;
    11'b000_0001_0000: nxt_hrdata = alpha;
    11'b000_0010_0000: nxt_hrdata = quarter;
    11'b000_0100_0000: nxt_hrdata = fft_num;
    11'b000_1000_0000: nxt_hrdata = fft_stage_number;
    11'b001_0000_0000: nxt_hrdata = mel_num;
    11'b010_0000_0000: nxt_hrdata = cep_num;
    11'b100_0000_0000: nxt_hrdata = trigger_reg;
    default:           nxt_hrdata = 32'b0;
  endcase        
end        
always @(posedge hclk or negedge hresetn) begin
  if (!hresetn) begin
    hrdata <= 32'b0; 
  end
  else begin
    hrdata <= nxt_hrdata;
  end        
end        
assign hresp = 2'b0;
assign hready_out = 1'b1;
endmodule
==> flow/run.sh <==
#!/bin/bash
# OpenROAD 26Q1-2900-gdf79404cd8, Yosys 0.63+post, stock flow scripts
make -C /OpenROAD-flow-scripts/flow DESIGN_CONFIG=/design/flow/config.mk WORK_HOME=/design/flow/orfs finish
==> flow/config.mk <==
export PLATFORM = sky130hd
export DESIGN_NAME = ahb
export DESIGN_NICKNAME = ahb
export VERILOG_FILES = /design/flow/design.v
export SDC_FILE = /design/flow/constraint.sdc
export NUM_CORES = 4
export LEC_CHECK = 1
export CORE_UTILIZATION = 30
==> flow/constraint.sdc <==
current_design ahb

set clk_period 4.0
set clk_io_pct 0.2

create_clock -name clk0 -period $clk_period [get_ports {hclk}]

set non_clock_inputs [all_inputs -no_clocks]
set_input_delay [expr $clk_period * $clk_io_pct] -clock clk0 $non_clock_inputs
set_output_delay [expr $clk_period * $clk_io_pct] -clock clk0 [all_outputs]
==> GITHUB_STEP_SUMMARY <==
### Yosys + OpenROAD results

| Metric | Value |
|---|---|
| Type of the most critical hold path | input pin to async pin |
| Drt drc | 0 |
| Seq/Total Area, Yosys | 0.583 |
| Final clock period utilization by the worst path | 0.754 |
| TritonRoute pass-1 iters | 7 |
| Largest delay contributor family on the critical path | simple AND/OR/NAND/NOR gates |
| Post-synth mux share | 0.269 |
| Largest incremental delay on the critical path | 0.77 ns |
| Final min period | around 3 ns |
| CTS max path bufs | 3 |
| Largest net degree at the start of global routing | 111 |
| Number of sinks handled by clock tree synthesis | between 300 and 400 |
| Clk slew on worst S/H paths | ~0.06 ns |
| Largest non-sequential cell family by area | multiplexers |
| Post-synth ARST share | 1.00 |
| Max transition margin | 0.377 |
| Initial antenna violation count | 3 |
| Total die area | about 53000 um^2 |
| Routability congestion estimate from global placement | 0.847 |
| DR vias/cell | about 5.2 |
| Via count of the first global-routing pass | 12202 |
| Commonest flop | sky130_fd_sc_hd__dfrtp_1 |
| Die Span X | 231 um |
| Gate Area | around 6300 um^2 |
| Yosys reg bits | 367 |
| Clock latency on the worst-skew pair | 0.56 ns |
| Final standard cell utilization of the core | 0.433 |
| Share of cells above drive strength 1 | 0.326 |
| Remaining Overflow, GRT | 0 |
| Cell breakdown of the critical path | clkdlybuf4s50_1 -> or4_1 -> or2_1 -> or4_1 -> o211ai_1 |
| Number of H-tree branching levels | 2 |
| Power density normalized to cell area | 360 nW/um^2 |
| # IOs | 410 |
| Initial Util | 0.305 |
| Via count | between 10000 and 15000 |
| HPWL Detailed | 41.0 mm |
| Basic-gate share of the synthesized area counting and, or, nand and nor cells | 0.0454 |
| Area of the mapped netlist | roughly 16000 um^2 |
| Yosys warns | 1 |
| Final hold violation count | 0 |
| Post-synthesis chip area from yosys | about 16000 um^2 |
| Run status | completed |
| Final cell count without fillers | 2244 |
| Number of buffers inserted by post-CTS setup repair | 0 |
| Critical path start-end classification | input pin to flop |
| Synthesized area per cell | 14.2 um^2 |
| First-pass GRT wire length | 87.2 mm |
| Post-Route Skew | 0.0212 ns |
| Max-Cap Viols | 0 |
| Number of flops mapped to enable cells by yosys | 0 |
| Arrival time worst endpoint | 3.47 ns |
| Clock root buffer master | sky130_fd_sc_hd__clkbuf_16 |
| Capturing element type of the critical path | flop |
| Yosys Instances | approximately 1100 |
| CP bufs+invs | 1 |
| Peak clock frequency supported by timing | 332 MHz |
| Violation tally from detailed-route iteration zero | 710 |
| Worst voltage drop across the vdd grid | 0.241 mV |
| Count of standard-cell rows | 83 |
| Peak fanout along the critical path | 9 |
| Number of nets with antenna violations after routing | 0 |
| Standard cell core area | 51600 um^2 |
| Critical Path Start Type | input pin |
| Yosys xor share | 0 |
| P&R area growth vs syn | 42.0% |
| Cell type with the highest occurrence count on the critical path | sky130_fd_sc_hd__or4_1 |
| Warning total across the stage logs | 28 |
| Die y size | between 200 and 250 um |
| Required time of the worst setup path | 4.45 ns |
| Number of fill cells | 4669 |
| Wire per inst | 27.4 um |
| Count of distinct cell types in the synthesized netlist | just under 60 |
| TritonCTS clock tree | done |
| Number of failing setup endpoints in the final timing report | 0 |
| Total wirelength of the detailed-routed design | just over 60 mm |
| Number of placed instances, taps included | 2166 |
| Cells after Synth | 1112 |
| Hold-fix buffers at CTS | 0 |
| Cells resized by post-CTS repair | 0 |
| Unrepaired setup endpoints after global routing | false |
| AND-OR/OR-AND Cells, Area Fraction | 0.0774 |
| Number of I/O port buffers | about 410 |
| Sequential Area | 9180 um^2 |
| Global routing usage summed across all routing layers | 0.237 |
| Total clock buffers created by CTS | 43 |
| Share of synthesized cell area in full adder, half adder and majority cells | 0 |
| Setup tns final | 0 ns |
| Cell type of the slowest stage on the worst timing path | sky130_fd_sc_hd__or4_1 |
| Least-Margin Pin Slew | 0.935 ns |
| Static power due to leakage | 10.0 nW |
| Max-slew violation count | 0 |
==> worst paths after layout <==
| path | from | to | slack (ns) | depth (start not counted) |
|---|---|---|---|---|
| max in group asynchronous | hresetn | max_point_fft_core[3] | 2.62 | 2 |
| min reg2reg | frame_num[10] | hrdata[10] | 0.51 | 2 |
| max | haddr[9] | hrdata[31] | 0.98 | 5 |
| max reg2reg | temp_hsize[0] | mel_num[22] | 1.69 | 5 |
| min | hresetn | alpha[24] | 0.27 | 1 |
| min in group clk0 | frame_num[10] | hrdata[10] | 0.51 | 2 |
==> layer usage <==
layer / wire length (um) / track usage / vias up / part of all wire
met5: 9 / 0 / - / 0.00015
met4: 2180 / 0.0689 / 2 / 0.036
met3: 5360 / 0.0820 / 124 / 0.087
met2: 27800 / 0.352 / 518 / 0.45
met1: 26000 / 0.337 / 6077 / 0.42
li1: - / - / 5011 / -
==> power breakdown <==
part / leakage, nW / internal (mW) / switching, mW
Combinational: 4.21 / 0.0857 / 0.224
Clock: 0.713 / 2.43 / 1.59
Sequential: 5.12 / 3.72 / 0.000956
==> per-stage QoR <==
step	total power [mW]	hold WS (ns)	setup slack (ns)	area, um^2
floorplan	3.85	0.446	1.35	15700
global placement	4.09	0.498	0.449	20900
detailed placement	4.10	0.511	0.438	20900
CTS	8.13	0.265	1.02	22300
global route	8.29	0.312	0.916	22300
finish	8.04	0.271	0.985	22300
==> cell usage after synthesis, types with 7 or more instances <==
library cell	instances	share of area
sky130_fd_sc_hd__dfrtp_1	367	0.58
sky130_fd_sc_hd__mux2_2	343	0.25
sky130_fd_sc_hd__clkbuf_1	39	0.0093
sky130_fd_sc_hd__buf_1	37	0.0088
sky130_fd_sc_hd__a22oi_1	26	0.012
sky130_fd_sc_hd__nand2_1	25	0.0060
sky130_fd_sc_hd__o21ai_0	25	0.0079
sky130_fd_sc_hd__a222oi_1	22	0.014
sky130_fd_sc_hd__a22o_1	21	0.012
sky130_fd_sc_hd__mux2i_1	21	0.013
sky130_fd_sc_hd__a21oi_1	20	0.0064
sky130_fd_sc_hd__nor2_1	16	0.0038
sky130_fd_sc_hd__a221o_1	11	0.0070
sky130_fd_sc_hd__and2_1	11	0.0044
sky130_fd_sc_hd__buf_2	9	0.0029
sky130_fd_sc_hd__nor3_1	9	0.0029
sky130_fd_sc_hd__nand3_1	8	0.0025
sky130_fd_sc_hd__mux4_2	7	0.010
sky130_fd_sc_hd__nor3b_1	7	0.0033
==> area by class of cell <==
| type | count | area share |
|---|---|---|
| sequential | 367 | 0.411 |
| multi-input combinational | 653 | 0.280 |
| antenna | 1 | 0.000112 |
| inverter | 3 | 0.000504 |
| timing repair buffer | 463 | 0.206 |
| clock buffer | 60 | 0.0556 |
| clock inverter | 17 | 0.00890 |
| tap | 680 | 0.0381 |
==> cells in the final DEF (no fill, tap or decap), types with 3 or more instances in the layout <==
cell type and n:
sky130_fd_sc_hd__clkdlybuf4s50_1 402, sky130_fd_sc_hd__dfrtp_1 367, sky130_fd_sc_hd__mux2_2 343, sky130_fd_sc_hd__buf_4 51, sky130_fd_sc_hd__clkbuf_16 45, sky130_fd_sc_hd__a22oi_1 26, sky130_fd_sc_hd__nand2_1 25, sky130_fd_sc_hd__o21ai_0 25
sky130_fd_sc_hd__a222oi_1 22, sky130_fd_sc_hd__mux2i_1 21, sky130_fd_sc_hd__a22o_1 21, sky130_fd_sc_hd__a21oi_1 20, sky130_fd_sc_hd__nor2_1 15, sky130_fd_sc_hd__a221o_1 11, sky130_fd_sc_hd__and2_2 10, sky130_fd_sc_hd__clkbuf_1 9
sky130_fd_sc_hd__clkinv_2 9, sky130_fd_sc_hd__buf_12 9, sky130_fd_sc_hd__nand3_1 8, sky130_fd_sc_hd__nor3b_1 7, sky130_fd_sc_hd__mux4_2 7, sky130_fd_sc_hd__nor3_1 7, sky130_fd_sc_hd__o211ai_1 6, sky130_fd_sc_hd__clkbuf_8 6
sky130_fd_sc_hd__or4_1 4, sky130_fd_sc_hd__nor3_2 4, sky130_fd_sc_hd__nand3b_1 4, sky130_fd_sc_hd__o2bb2ai_1 4, sky130_fd_sc_hd__a21boi_0 4, sky130_fd_sc_hd__a32oi_1 4, sky130_fd_sc_hd__bufinv_16 4, sky130_fd_sc_hd__nand2b_1 3
sky130_fd_sc_hd__nor4_4 3, sky130_fd_sc_hd__or3_1 3, sky130_fd_sc_hd__o221ai_1 3, sky130_fd_sc_hd__a221oi_1 3, sky130_fd_sc_hd__inv_1 3, sky130_fd_sc_hd__conb_1 3
==> kinds of logic after synthesis <==
group | Yosys count
AND-OR/OR-AND | 161
multiplexers | 371
AND/OR/NAND/NOR | 118
other | 2
buffers and inverters | 93
flip-flops | 367
Power is estimated from default activity; no workload was simulated.
